==> flow/design.v <==
`timescale 1ns / 1ps
module Pulse_Generator
#(
    parameter PULSE_LENGTH = 10  
)
(
    input clk,
    input trig,
    output reg pulse
);
reg [63:0] counter = 0;
always @(posedge clk) begin
    if(trig) begin
        if (counter < PULSE_LENGTH) begin        
            pulse <= 1;
            counter <= counter + 1; 
        end
        else begin
            pulse <= 0;
        end
    end
    else begin
        counter <= 0;
    end
end
endmodule
==> flow/run.sh <==
#!/bin/bash
# OpenROAD 26Q1-2900-gdf79404cd8, Yosys 0.63+post, stock flow scripts
make -C /OpenROAD-flow-scripts/flow DESIGN_CONFIG=/design/flow/config.mk WORK_HOME=/design/flow/orfs finish
==> flow/config.mk <==
export PLATFORM = sky130hd
export DESIGN_NAME = Pulse_Generator
export DESIGN_NICKNAME = Pulse_Generator
export VERILOG_FILES = /design/flow/design.v
export SDC_FILE = /design/flow/constraint.sdc
export NUM_CORES = 4
export LEC_CHECK = 1
export CORE_UTILIZATION = 50
==> flow/constraint.sdc <==
current_design Pulse_Generator

set clk_period 1.5
set clk_io_pct 0.2

create_clock -name clk0 -period $clk_period [get_ports {clk}]

set non_clock_inputs [all_inputs -no_clocks]
set_input_delay [expr $clk_period * $clk_io_pct] -clock clk0 $non_clock_inputs
set_output_delay [expr $clk_period * $clk_io_pct] -clock clk0 [all_outputs]
==> impl_metrics.yaml <==
# yosys + openroad results
outcome:
  status: "finished with violations"
  violations: "setup timing"
floorplanning:
  fp-row-count: 22
  die_h_um: 64.7
  initial_utilization_pct: 52.9
  io_pins: 3
  die-area_mm2: 0.00419
  design.core.area_mm2: 0.00372
  die_width_um: 64.7
synth:
  synth_area_leader_cell: "dfxtp_1"
  common_cells: "dfxtp_1 (64), and2_1 (60), nor4_1 (11), clkbuf_1 (7)"
  yosys-stat-area_mm2: 0.00197
  ys_seq_share_pct: 66.7
  async_flop_share_pct: 0
  yosys.area.top_type_share_pct: 65.1
  syn_avg_cell_area_um2: 12.0
  yosysWarnings: 1
  synth-cells-yosys: 164
  yosys-top-cells-area: "dfxtp_1 (65%), and2_1 (19%), nor4_1 (3.5%), nor4_2 (2.5%), edfxtp_1 (1.5%)"
  flop_cell: "dfxtp_1"
  most_common_cell: "dfxtp_1"
  syn_area_mm2: 0.00197
  synth_cell_types: 17
  synth-seq-cells: 65
  edf_count: 1
  synth_cells: 164
timing:
  fin_crit_ns: 1.59
  setup_viol: 4
  finalSetupTns_ns: -0.224
  clock_skew_ns: 0.00549
  worst_pin_slew_ns: 0.319
  relSlewSlack_pct: 78.7
  setup_ws_ns: -0.0940
  rsz0062_at_grt: "yes"
  fmax_mhz: 627
  whs_ns: 0.459
  hold_viol_final: 0
  finalClockPeriodUsage_pct: 106
  drv_slew: 0
routing:
  post_drt_wl_per_cell_um: 11.9
  dr_total_vias: 1040
  wl_mm: 2.71
  met3_length_um: 103
  drt_pre_antenna_iters: 3
  drc_errors: 0
  met1_length_mm: 1.55
  vias_per_cell: 4.58
  drtIter0Drc: 51
  diodes: 0
  ant_nets: 0
  wl_met2_um: 967
  top_layer: "met4"
global_routing:
  grt_pass1_wl_mm: 4.66
  grt_pass1_vias: 1049
  grtUsageTotal_pct: 15.4
  grt_max_degree: 41
  antenna_found_initial: 0
  overflow: 0
critical_path:
  crit_fanout: 5
  slowest_delay_ns: 0.33
  r2r_slack_ns: -0.09
  worst_r2r_path_depth: 6
  timing.rr.end: "counter[1]"
  end_kind: "flop"
  cp_slowest_cell: "dfxtp_2"
  path_buffers: 1
  crit_top_cell: "nor4_4"
  crit_family: "simple AND/OR/NAND/NOR gates"
  worstReg2RegStart: "counter[48]"
  cp_data_required_time_ns: 1.73
  critPathKind: "flop to flop"
  arrival_ns: 1.82
  crit_path_start_kind: "flop"
  crit_chain: "nor4_4 > nand4_1 > nor4_4 > buf_4 > mux2i_1 > nor2b_1"
placement:
  hpwlAfterDp_mm: 1.62
  port_buffers: 2
  gp_congestion: 0.725
cells_and_area:
  synthToLayoutAreaGrowth_pct: 19.8
  nFillCells: 279
  drive_gt1_share_pct: 18.4
  logic_area_um2: 722
  regArea_mm2: 0.00131
min_path:
  worst_hold_path.endpoint: "counter[19]"
  hp-class: "flop to flop"
  hold_depth: 1
  worstHoldStart: "counter[19]"
power_and_ir_drop:
  powerDensity_mw_per_mm2: 1380
  combPwrFrac_pct: 1.6
  clock_power_share_pct: 44.9
  power_switching_share_pct: 19.4
  p_int_mw: 2.63
  ir_worst_vdd_mv: 0.803
  p_seq_share_pct: 53.5
  switchingPower_mw: 0.631
  leakage_nw: 0.981
clocking:
  hold_buffers: 0
  clockRootBuffer: "clkbuf_8"
  cts-buffers-inserted: 9
  cts_max_level: 3
  cts_buffer_depth: 2
  cts_tree: "built"
  numClockSinks: 65
  path_clk_slew_ns: 0.06
  clk_latency_ns: 0.33
flow_run:
  cap_violations: 0
  warnings: 27
-- cell families (layout without fill, tap and decap cells) --
logic type,after synthesis,in the layout,synth area share [%]
and+or+nand+nor,86,86,29.2
DFF,65,65,66.7
buffers and inverters,7,22,1.34
AOI/OAI and AO/OA,2,2,0.700
muxes,2,2,1.02
adders and majority gates,1,1,0.636
xor gates and xnor gates,1,1,0.445
-- sequential cells by signal, summed over array words and instances, names as in the netlist --
name	cells
counter	64
pulse	1
-- layer usage --
metal,global-route usage [%],vias to the layer above
li1,-,564
met1,25.0,457
met2,19.9,9
met3,6.43,10
met4,3.61,0
met5,0,-
-- stage by stage --
stage	setup WS [ns]	area, µm²	power, mW	std cells	utilization, %
after floorplan	0.0239	1970	1.81	164	-
after global placement	-0.190	2060	1.83	210	55.3
after detailed placement	-0.204	2060	1.83	210	55.3
after CTS	-0.115	2300	3.29	227	61.8
after global routing	-0.195	2360	3.37	227	63.4
final	-0.0940	2360	3.26	227	63.4
-- cells in the final DEF, fill, tap and decap left out, drive strengths merged, types with 2 or more instances in the layout --
| cell | Yosys | final |
|---|---|---|
| nand2 | 2 | 2 |
| clkdlybuf4s50 | 0 | 2 |
| nor4 | 16 | 16 |
| nor2b | 2 | 2 |
| clkbuf | 7 | 14 |
| buf | 0 | 4 |
| dfxtp | 64 | 64 |
| and2 | 61 | 61 |
| nand4 | 4 | 4 |
| mux2i | 2 | 2 |
-- repair_timing --
item                       4_1_cts  5_1_grt
resized                          6        9
pin swaps                        6        7
setup endpoints to repair        5        5
buffers inserted                 1        0
-- power by group through the flow --
stage | combinational [mW] | clock [mW] | sequential, mW
after CTS | 0.0534 | 1.50 | 1.74
after global routing | 0.0604 | 1.57 | 1.74
final | 0.0527 | 1.46 | 1.74
-- final cells by class --
cell class,count,area share (%)
Multi-Input combinational cell,92,30.6
Clock buffer,14,6.95
Clock inverter,2,1.49
Sequential cell,65,55.7
Tap cell,48,2.55
Timing Repair Buffer,6,2.65
-- worst register-to-register path: stages (launching register included) --
cell,delay (ns)
dfxtp_2,0.33
nor4_4,0.27
nand4_1,0.19
nor4_4,0.29
buf_4,0.17
mux2i_1,0.18
nor2b_1,0.06
-- worst max path at each step --
stage,from,endpoint,depth (start not counted)
CTS,counter[48],counter[1],6
global route,counter[28],counter[1],6
finish,counter[48],counter[1],6
No activity file was given, so power comes from the tool's default toggle rates.

[flow/config.mk]
export PLATFORM = sky130hd
export DESIGN_NAME = Pulse_Length
export DESIGN_NICKNAME = Pulse_Length
export VERILOG_FILES = /design/flow/design.v
export SDC_FILE = /design/flow/constraint.sdc
export NUM_CORES = 4
export LEC_CHECK = 1
export CORE_UTILIZATION = 40
[flow/constraint.sdc]
current_design Pulse_Length

set clk_period 15.3
set clk_io_pct 0.2

create_clock -name clk0 -period $clk_period [get_ports {clk}]

set non_clock_inputs [all_inputs -no_clocks]
set_input_delay [expr $clk_period * $clk_io_pct] -clock clk0 $non_clock_inputs
set_output_delay [expr $clk_period * $clk_io_pct] -clock clk0 [all_outputs]
[flow/design.v]
`timescale 1ns / 1ps
module Pulse_Length 
(
    input clk,              
    input reset,
    input pulse,
    output [9:0] length
);
parameter FACTOR = 32'd1473174;
reg[63:0] counter = 0;
assign length = (counter * FACTOR)>>>32; 
always @(posedge clk)begin
    if (reset) begin
        counter <= 0;
    end
    if (pulse) begin
        counter <= counter + 1;
    end
end
endmodule
[flow/run.sh]
#!/bin/bash
# OpenROAD 26Q1-2900-gdf79404cd8, Yosys 0.63+post, stock flow scripts
make -C /OpenROAD-flow-scripts/flow DESIGN_CONFIG=/design/flow/config.mk WORK_HOME=/design/flow/orfs finish
==> qor.txt <==
I/O Pins - 13
WL final - 28.43 mm
total CTS buffers - 5
ys async rst share - 0
H-tree lvl count - 2
share of cells above drive strength 1 - 0.02082
Max-slew headroom - 0.4809
final slew viol count - 0
dpl hpwl - 25.54 mm
IO Port Bufs - 12
Basic Gates by Area - 0.08306
Max Cap Violations - 0
Final Cycle Share - 0.6664
status - completed
fin crit period - 10.20 ns
tool warning count - 54
Final Wtd Congestion - 0.9721
FF-to-FF path depth - 7
clk buf depth - 2
crit path max fanout - 10
initial DRC count - 358
final setup vio count - 0
synthesized area per cell - 10.41 sq um
fp_density - 0.4113
Worst Path Arrival - 7.14 ns
TNS Setup - 0 ns
Post-Synth AOI/OAI Area - 0.05693
Clk Latency, worst-skew pair - 0.29 ns
sequential area share after synthesis - 0.09968
Die Size - 31590 sq um
Hold Crit Class - reg -> reg
main flop type - edfxtp_1
Hold WS - 0.7436 ns
Num Clock Sinks - 41
die height - 177.7 um
# Post-CTS Setup Buffers - 0
Fill cells - 2829
Post-Syn Instances - 1186
worst stage delay on the critical path - 0.65 ns
Hold-fix buffers, CTS - 0
critical path cell sequence - ha_1 > inv_1 > fa_1 > inv_1 > fa_1 > inv_1 > fa_1 > inv_1 > fa_1 > inv_1 > fa_1 > fa_1 > inv_1 > ha_1 > and4_1 > and2_1 > nand2_1 > a2111oi_0 > nor3_1 > xnor2_1 > clkdlybuf4s50_1
Chip Area, Yosys - 12350 sq um
DR vias - 7738
crit path launch type - flip-flop
global route total overflow - 0
cell type with the largest total area - fa_1
Ys Warns - 1
vias in the first global route - 8787
Root Buffer - clkbuf_16
max reg flops - 41
Main logic family - adder cells
R2R Path End - counter[38]
Worst Hold Depth - 2
Worst Setup Path Type - reg -> out
Area leader share - 0.4376
R2R setup slack - 12.42 ns
Mapped Area - 12350 sq um
largest net degree at the start of global routing - 45
number of synthesized flops with an enable pin - 41
Final Hold Viols - 0
P&R area growth vs syn - 6.098%
Tightest Pin Transition - 0.7750 ns
Cell Type Count - 63
RSZ-0062 raised after global routing - no
n_diodes - 0
area fraction in xor and xnor cells - 0.04467
core area - 30030 sq um
FA/HA/MAJ Cells, Area Fraction - 0.6027
yosys stat cell total - 1186
hold_sp - counter[40]
Top Registers - counter x41
routed len/inst - 17.87 um
fmax - 0.09808 GHz
endpoint of the worst hold path - counter[40]
biggest area cells - fa_1 (44%), ha_1 (17%), inv_1 (11%), edfxtp_1 (10%), xnor2_1 (4.0%)
drt pass-1 iters - 5
global-route wire length before repair - 48.75 mm
vias per inst - 4.864
Worst EP required - 12.24 ns
slowest CP cell - edfxtp_1
worst r2r src - counter[0]
ANT nets after route - 0
post-CTS sizing - 0
skew final - 0.008390 ns
row cnt - 63
Tot GR Track Use - 0.2205
CTS clock-pin slew for the worst setup and hold paths - 0.06 ns
Die X-Extent - 177.7 um
most flop-heavy register - counter
Crit. End Element - primary output
multiplexer area fraction after synthesis - 0
initial antenna violation count - 0
CTS tree - built
Residual DRC - 0
ys flops - 41
## routing by layer
metal,wire length [um],GRT usage,vias up
met4,536,0.03063,0
met5,0,0,-
li1,-,-,3677
met3,2523,0.08748,27
met1,12270,0.3244,3804
met2,13100,0.3309,230
## final cells by class
| cell class | count | area, sq um | area share |
|---|---|---|---|
| Clock buffer | 6 | 128.9 | 0.009834 |
| Inverter | 363 | 1363 | 0.1040 |
| Timing Repair Buffer | 14 | 135.1 | 0.01031 |
| Multi-Input combinational cell | 775 | 9726 | 0.7421 |
| Clock inverter | 2 | 33.78 | 0.002578 |
| Tap cell | 390 | 488.0 | 0.03723 |
| Sequential cell | 41 | 1231 | 0.09395 |
## synthesized netlist by cell type (2+ instances only)
cell / n
a211oi_1: 8
or2_2: 3
a21boi_0: 3
nor4_1: 3
and3_1: 10
a2bb2oi_1: 2
nor4_2: 2
nand2_1: 35
a31oi_1: 4
o21ai_0: 12
o21bai_1: 3
fa_1: 270
nand4b_1: 2
o21a_1: 4
o21ai_1: 7
edfxtp_1: 41
xor2_1: 6
and2_1: 42
nand4_1: 11
nor2b_1: 4
clkbuf_1: 4
a21oi_2: 2
ha_1: 163
o31ai_1: 2
and4_1: 4
or4_1: 3
or3_1: 4
a211o_1: 3
a21oi_1: 20
nand3_1: 24
xnor2_1: 57
nor2_1: 11
a21o_1: 6
inv_1: 363
nor3_1: 12
o211ai_1: 9
## worst max path at each step
| stage | startpoint | endpoint | slack (ns) | cells after the start |
|---|---|---|---|---|
| after CTS | counter[19] | length[9] | 5.08 | 21 |
| after global routing | counter[19] | length[9] | 4.66 | 21 |
| final | counter[19] | length[9] | 5.10 | 21 |
## through the flow
step / cell area, sq um / setup slack (ns) / cells / util
global route: 13110 / 4.661 / 1591 / 0.4364
floorplan: 12350 / 6.384 / 1186 / -
detailed placement: 12940 / 5.418 / 1583 / 0.4309
CTS: 13110 / 5.082 / 1591 / 0.4364
global placement: 12940 / 5.416 / 1583 / 0.4309
finish: 13110 / 5.104 / 1591 / 0.4364
## worst max-delay path, delay by kind of cell, from the launching register on
family,cells,cell delay [ns]
flip-flops,1,0.65
adder cells (fa/ha/maj),8,4.09
AND/OR/NAND/NOR,4,0.76
AND-OR/OR-AND,1,0.29
XOR/XNOR,1,0.16
buffers and inverters,7,0.87
## cells in the final DEF, fill, tap and decap left out, types with 9 or more instances in the layout
cell type / count
inv_1: 363
fa_1: 270
ha_1: 163
xnor2_1: 57
and2_1: 42
edfxtp_1: 41
nand2_1: 35
nand3_1: 24
a21oi_1: 20
nor3_1: 12
o21ai_0: 12
clkdlybuf4s50_1: 12
nor2_1: 11
nand4_1: 11
and3_1: 10
o211ai_1: 9
## cells by family (layout without fill, tap and decap cells)
logic type | after synthesis | after routing
compound gates | 101 | 101
xor+xnor | 63 | 63
fa+ha+maj | 433 | 433
buf+inv | 370 | 385
flops | 41 | 41
simple gates | 178 | 178
